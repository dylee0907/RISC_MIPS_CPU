### /design/flow/design.v
module Mux4(
    input [31:0] PC_jump,
    input [31:0] PC_add_4,
    input [31:0] PC_branch,
    input [31:0] PC_JR,
    input [1:0] PC_select,
    output reg [31:0] Mux_out
);
    always @(*) begin
        case(PC_select) 
            0: Mux_out <= PC_jump;
            1: Mux_out <= PC_add_4;
            2: Mux_out <= PC_branch;
            3: Mux_out <= PC_JR;
        endcase    
    end
endmodule
### /design/flow/config.mk
export PLATFORM = sky130hd
export DESIGN_NAME = Mux4
export DESIGN_NICKNAME = Mux4
export VERILOG_FILES = /design/flow/design.v
export SDC_FILE = /design/flow/constraint.sdc
export NUM_CORES = 4
export LEC_CHECK = 1
export CORE_AREA = 10 10 76 76
export DIE_AREA = 0 0 86 86
### /design/flow/constraint.sdc
current_design Mux4

set clk_period 1.0
set clk_io_pct 0.2

create_clock -name clk0 -period $clk_period

set non_clock_inputs [all_inputs -no_clocks]
set_input_delay [expr $clk_period * $clk_io_pct] -clock clk0 $non_clock_inputs
set_output_delay [expr $clk_period * $clk_io_pct] -clock clk0 [all_outputs]
### /design/flow/run.sh
#!/bin/bash
# OpenROAD 26Q1-2900-gdf79404cd8, Yosys 0.63+post, stock flow scripts
make -C /OpenROAD-flow-scripts/flow DESIGN_CONFIG=/design/flow/config.mk WORK_HOME=/design/flow/orfs finish
==> flow_metrics.env <==
# yosys + openroad results
export IMPL_area_growth_pct=183.9
export IMPL_finalInstanceArea_sq_mm=0.002312
export IMPL_fp_util=0.1979
export IMPL_crit_buf_inv=3
export IMPL_violations="negative setup slack"
export IMPL_top_cell="mux4_2"
export IMPL_hold_slack_ps=881.5
export IMPL_ir_drop_uv=174.6
export IMPL_wirelength_mm=6.025
export IMPL_worst_setup_path_start_kind="input port"
export IMPL_firstDrtPassIters=4
export IMPL_hpwlAfterDp_mm=5.196
export IMPL_critical_path_top_delay_family="multiplexers"
export IMPL_rsz0062_at_grt="true"
export IMPL_drt_first_iter_violations=27
export IMPL_maxCapViolCount=0
export IMPL_min_path_type="input port to output pin"
export IMPL_port_buffers=162
export IMPL_path_cells="buf_16 > buf_12 > mux4_2 > buf_2"
export IMPL_max_clock_freq_mhz=768.9
export IMPL_postCtsHoldBufs=0
export IMPL_crit_arrival_ps=1100
export IMPL_endpoint_kind="output pin"
export IMPL_worst_slew_pin_slew_ps=103.8
export IMPL_gp_congestion=0.9012
export IMPL_top_area_frac=0.8295
export IMPL_power_total_uw=846.8
export IMPL_powerDensity_mw_per_mm2=366.2
export IMPL_critPathKind="input port to output pin"
export IMPL_slew_viol_final=0
export IMPL_grt_pass1_vias=1448
export IMPL_ios=162
export IMPL_grt_usage=0.1565
export IMPL_die_y_microns=86
export IMPL_syn_instance_count=39
export IMPL_grt_pass1_wl_mm=8.763
export IMPL_leakage_uw=0.001124
export IMPL_cpPeakStageDelay_ps=500
export IMPL_vias=1211
export IMPL_grt_overflow_total=0
export IMPL_setup_ws_ps=-300.6
export IMPL_setup_viol=32
export IMPL_antenna_left=0
export IMPL_ys_seq_frac=0
export IMPL_grt_max_degree=17
export IMPL_critPathSlowestCell="mux4_2"
export IMPL_core_area_sq_mm=0.004115
export IMPL_die_w_microns=86
export IMPL_place_ws_ps=-925.4
export IMPL_period_used=1.301
export IMPL_drc=0
export IMPL_flops=0
export IMPL_yosysUniqueCellTypes=5
export IMPL_clock_buffer_count=0
export IMPL_ys_top_cells_by_count="mux4_2, buf_12, buf_2"
export IMPL_status="finished, violations left"
export IMPL_worstPathRequired_ps=800
export IMPL_dieArea_sq_mm=0.007396
export IMPL_place_area_sq_mm=0.002467
export IMPL_seqCellArea_sq_um=0
export IMPL_avgSynthCellArea_sq_um=20.89
export IMPL_yosys_stat_area_sq_um=814.5
export IMPL_tool_warnings=36
export IMPL_timing_final_hold_violations=0
export IMPL_wire_per_inst_microns=23.72
export IMPL_holdCritStartpoint="PC_jump[6]"
export IMPL_path_max_fanout=7
export IMPL_area_leaders="mux4_2, buf_12, mux4_1"
export IMPL_min_period_ps=1301
export IMPL_rows=23
export IMPL_syn_area_sq_um=814.5
export IMPL_whs_path_depth=3
export IMPL_relSlewSlack=0.9308
export IMPL_vias_per_cell=4.768
export IMPL_ys_warn_count=1
export IMPL_tns_ps=-8991
export IMPL_drive_gt1_frac=0.3695
export IMPL_min_to="Mux_out[6]"
export IMPL_antenna_found_initial=1
export IMPL_largest_area_cell="mux4_2"
export IMPL_ys_cells=39
==> cell type report <==
| type | instances | area, sq um |
|---|---|---|
| diodes | 1 | 2.502 |
| fillers | 406 | 1803 |
| multi-input cells | 32 | 720.7 |
| well taps | 50 | 62.56 |
| repair buffers | 171 | 1526 |
==> worst max path at each step <==
stage                         from  depth (start not counted)           to
after CTS             PC_select[0]                          4   Mux_out[5]
after global routing  PC_select[0]                          4  Mux_out[12]
final                 PC_select[0]                          4   Mux_out[0]
==> cell usage in the layout, fill, tap and decap left out, drive strengths merged <==
master       netlist  layout
dlygate4sd2        0     128
mux4              32      32
buf                7      42
diode              0       1
bufbuf             0       1
==> repair_timing <==
item / CTS / global route
setup buffers: 1 / 0
cloned: 5 / 0
gates resized: 247 / 0
endpoints found under the setup margin: 32 / 32
pin swaps: 0 / 0
==> tightest hold or removal path, stage by stage <==
cell           delay [ps]
dlygate4sd2_1         180
mux4_2                210
buf_2                  90
==> per-layer routing <==
layer / track usage / vias to the layer above / share of wire / wire [microns]
li1: - / 538 / - / -
met1: 0.1754 / 583 / 0.35 / 2114
met2: 0.2786 / 88 / 0.53 / 3166
met3: 0.07245 / 2 / 0.12 / 717
met4: 0.005988 / 0 / 0.0045 / 27
met5: 0 / - / 0 / 0
==> cell families after synthesis <==
kind of cell	after synthesis	synth area share
buffers and inverters	7	0.1060
muxes	32	0.8940
==> metrics by stage <==
stage                     utilization  cells
after CTS                      0.5613    253
after floorplan                     -     39
after detailed placement       0.5996    247
after global placement         0.5996    247
final                          0.5619    254
after global routing           0.5619    254
==> report_power, final <==
group | switching [uW] | leakage (uW) | internal, uW | total (uW)
Combinational | 215 | 0.00112 | 632 | 847
Clock | 0 | 0.00000000634 | 0.000134 | 0.000134
Sequential | 0 | 0 | 0 | 0
Power and IR drop assume default switching activity.
