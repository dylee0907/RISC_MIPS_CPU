<file path="./config.mk">
export PLATFORM = sky130hd
export DESIGN_NAME = real_Reg
export DESIGN_NICKNAME = real_Reg
export VERILOG_FILES = /design/flow/design.v
export SDC_FILE = /design/flow/constraint.sdc
export NUM_CORES = 4
export LEC_CHECK = 1
export CORE_UTILIZATION = 30
</file>
<file path="./constraint.sdc">
current_design real_Reg

set clk_period 4.1
set clk_io_pct 0.2

create_clock -name clk0 -period $clk_period [get_ports {clk}]

set non_clock_inputs [all_inputs -no_clocks]
set_input_delay [expr $clk_period * $clk_io_pct] -clock clk0 $non_clock_inputs
set_output_delay [expr $clk_period * $clk_io_pct] -clock clk0 [all_outputs]
</file>
<file path="./design.v">
module real_Reg(
    input clk,
    input rst,
    input RegW,
    input [4:0] SR1,
    input [4:0] SR2,
    input [4:0] DR,
    input [31:0] data_write,
    output reg [31:0] SR1_out,
    output reg [31:0] SR2_out
);
    reg [31:0] Reg [0:31];
    integer i;
    always @(posedge clk, posedge rst) begin
        if(rst) begin
            for(i=0; i<32 ; i=i+1) begin
                Reg[i] <= 0;
            end
        end
        else begin
            if(RegW) Reg[DR] <= data_write;
            else begin
                Reg[DR] <= Reg[DR];
                SR1_out <= Reg[SR1];
                SR2_out <= Reg[SR2];
            end
        end
    end
endmodule
</file>
<file path="./run.sh">
#!/bin/bash
# OpenROAD 26Q1-2900-gdf79404cd8, Yosys 0.63+post, stock flow scripts
make -C /OpenROAD-flow-scripts/flow DESIGN_CONFIG=/design/flow/config.mk WORK_HOME=/design/flow/orfs finish
</file>
==> results_slide.txt <==
Flow Results at a Glance

Status
  – Status: completed

Timing
  – Slew @ Worst Pin: around 1100 ps
  – Slew Limit Fails: 0
  – Fmax: about 0.27 GHz
  – # setup viols final: 0
  – Tcrit/Tclk final: about 89%
  – Skew final: approximately 30 ps
  – Slew Limit Headroom: 24.1%
  – Crit path time final: between 3000 and 4000 ps
  – Final setup TNS: 0 ps
  – Fin. Hold Viols: 0
  – Final setup margin: approximately 450 ps
  – RSZ-0062 raised after global routing: no
  – Hold WS: between 500 and 600 ps

CTS
  – CTS clk-pin slew, worst paths: 60 ps
  – Clock Tree Root: clkbuf_16
  – CTS Sinks: between 1000 and 1500
  – CTS tree: done
  – Number of buffers added for setup after CTS: 0
  – Post-cts gate resize count: 0
  – # H-tree levels: 4
  – # hold bufs at CTS: 0
  – TritonCTS buffer count: 137
  – Worst-Skew Late Latency: slightly above 800 ps
  – Clock Path Buffers: 3

Floorplanning
  – Die Y: between 400 and 500 µm
  – Row count: about 160
  – Core Util at FP: 30.2%
  – Core Region: 195000 µm²
  – Die Area: 198000 µm²
  – Die Width: approximately 440 µm
  – IO Count: between 100 and 150

Synth
  – # Cells Yosys: around 6700
  – Main flop type: dfrtp_1
  – Post-Syn Area: ~59000 µm²
  – Post-synth ARST share: about 94%
  – Synthesis area per yosys: ~59000 µm²
  – Yosys warning total: 2
  – Number of enable flip-flop cells: ~64
  – Seq cells post-synth: between 1000 and 1500
  – Syn_area_per_cell: 8.75 µm²
  – Yosys cell types: 80
  – Sequential cell area fraction in the yosys report: a little under half
  – Gate Count Post-Synth: 6725

Critical path
  – CP max FO: 12
  – Crit path kind: primary input to register
  – Most used cell, CP: buf_4
  – Crit-path cells: clkdlybuf4s50_1, buf_12, buf_4, nand3_1, buf_4, nor2_4, buf_4, buf_4, a22oi_1, nand3_1, nor3_1, a21oi_1
  – Data arrival, critical path: 4210 ps
  – CP peak stage delay: about 570 ps
  – Crit path buf inv count: 6
  – Startpoint types: primary input
  – Crit. End Element: register
  – CP delay by family, top: buffers and inverters
  – Slowest-stage cell, CP: nor2_4
  – CP required: ~4700 ps

Layout
  – Final core utilization: 39.0%
  – Synth-to-Final Area Change: 29.1%
  – Share of cells above drive strength 1: between 15 and 20%
  – Filler cell count: roughly 19000
  – Most used logic cell in the final layout: nand2_1
  – Top Layout Cells: nand2_1, a22oi_1, dfrtp_1, o21ai_0, buf_4

Power and ir drop
  – Pwr/cell area: between 400 and 500 nW/µm²
  – Worst vdd ir: about 0.44 mV
  – P_leak: ~33 nW

GRT
  – Largest net degree at the start of global routing: a little over 90
  – Initial antenna violation count: between 90 and 100
  – First-pass GRT wire length: ~700000 µm
  – Vias in the first global route: 66100
  – GRT Total Usage: a little under three fifths
  – Congestion Overflow GR: 0

Route
  – Antenna viol nets, final: 0
  – Vias: around 71000
  – Final WL: 544000 µm
  – Drt wl/cell: between 50 and 60 µm
  – Pre-antenna DRT Iters: 12
  – Via-per-instance ratio: between 7 and 8
  – DRC Markers: 0
  – Detailed Route Iter0 Violations: 10000

Worst hold path
  – Hold WC Path Type: primary input to asynchronous set/reset pin

Placed design
  – Global placement routability congestion: ~1.1
  – DP HPWL: roughly 370000 µm
  – Dpl ws: -62.9 ps
  – PortBufs: between 100 and 150

Flow run
  – Tool Warnings: 29
  – Max Cap Viol: 0
power by group:
part	leakage, nW	switching, mW	internal (mW)	total, mW
Sequential	13.7	4.56	13.3	17.9
Clock	2.31	5.42	7.61	13.0
Combinational	16.9	4.28	2.43	6.71
Total	33.0	14.3	23.3	37.6
registers in the layout (all words and copies together), names as in the netlist:
signal,count
SR1_out,32
SR2_out,32
Reg,1024
layer usage:
| layer | up-vias | global-route usage [%] | wire, µm |
|---|---|---|---|
| met3 | 2500 | 31.8 | 77700 |
| met5 | - | 2.61 | 765 |
| met1 | 35500 | 67.9 | 196000 |
| li1 | 26100 | - | - |
| met2 | 6915 | 72.6 | 217000 |
| met4 | 67 | 45.2 | 52600 |
cell usage after synthesis, drive strengths merged (9+ instances only):
master,instances,area (µm²)
or3b,12,105
nand2,1310,4920
a21oi,161,806
inv,19,71.3
o2111ai,11,96.3
mux2i,92,921
a222oi,33,330
nand2b,41,257
nand3b,28,210
or3,15,93.8
mux2,37,417
edfxtp,64,1920
nor2,209,790
clkbuf,522,1980
nor2b,11,68.8
nor3b,9,72.6
nand4b,11,96.3
a31oi,10,62.6
a2111oi,70,617
dfrtp,1024,25600
a211oi,11,82.6
nor3,84,420
o31ai,9,92.6
nor4,45,282
o41ai,19,313
or2,11,68.8
o21ai,1013,5070
o22ai,18,113
buf,152,837
and3,191,1190
nand3,112,561
a22o,23,201
a22oi,1064,7990
o32a,9,90.1
o32ai,19,219
nand4,164,1030
a221oi,23,201
metrics by stage:
| stage | cells | total power [mW] | area, µm² |
|---|---|---|---|
| floorplan | 6725 | 18.8 | 58800 |
| global placement | 9599 | 24.1 | 70900 |
| detailed placement | 9599 | 24.1 | 70900 |
| CTS | 9852 | 37.0 | 75600 |
| global route | 9877 | 38.4 | 75600 |
| finish | 9986 | 37.6 | 75900 |
area by class of cell:
class	count	area, µm²	share of cell area [%]
repair buffers	924	10500	13.8
diodes	134	335	0.442
clock inverters	60	676	0.890
well taps	2624	3280	4.32
flip-flops and latches	1088	27500	36.3
clock buffers	193	4040	5.32
multi-input cells	4942	29500	38.9
inverters	21	82.6	0.109
final timing paths:
| path | to | depth (start not counted) | slack, ps | from |
|---|---|---|---|---|
| hold reg to reg | Reg[12][5] | 2 | 530 | Reg[12][5] |
| min in group clk0 | Reg[12][5] | 2 | 530 | Reg[12][5] |
| hold / removal | Reg[0][13] | 2 | 530 | rst |
| setup reg to reg | Reg[4][0] | 10 | 1390 | Reg[31][0] |
| setup / recovery | SR1_out[5] | 12 | 450 | SR1[0] |
| max in group asynchronous | Reg[9][0] | 5 | 2330 | rst |
cells by family (layout without fill, tap and decap cells):
| logic type | count (synthesis) | after routing | synth area share, % |
|---|---|---|---|
| compound gates | 2526 | 2526 | 28.2 |
| simple gates | 2287 | 2287 | 17.8 |
| flops | 1088 | 1088 | 46.8 |
| buf+inv | 695 | 1198 | 4.93 |
| mux | 129 | 129 | 2.27 |
| other cells | 0 | 134 | 0 |
Power and IR drop assume default switching activity.
