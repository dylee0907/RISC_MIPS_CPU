==> run.sh <==
#!/bin/bash
# OpenROAD 26Q1-2900-gdf79404cd8, Yosys 0.63+post, stock flow scripts
make -C /OpenROAD-flow-scripts/flow DESIGN_CONFIG=/design/flow/config.mk WORK_HOME=/design/flow/orfs finish
==> constraint.sdc <==
current_design Data_Memory

set clk_period 13.6
set clk_io_pct 0.2

create_clock -name clk0 -period $clk_period [get_ports {clk}]

set non_clock_inputs [all_inputs -no_clocks]
set_input_delay [expr $clk_period * $clk_io_pct] -clock clk0 $non_clock_inputs
set_output_delay [expr $clk_period * $clk_io_pct] -clock clk0 [all_outputs]
==> config.mk <==
export PLATFORM = sky130hd
export DESIGN_NAME = Data_Memory
export DESIGN_NICKNAME = Data_Memory
export VERILOG_FILES = /design/flow/design.v
export SDC_FILE = /design/flow/constraint.sdc
export NUM_CORES = 4
export LEC_CHECK = 1
export CORE_UTILIZATION = 40
==> design.v <==
module Data_Memory(
    input clk,
    input rst,
    input WE_mem2,  
    input RE_mem2,  
    input [31:0] address,
    input [31:0] data,
    output reg [31:0] Mem_out
);
    reg [31:0] Mem [0:63];
    integer i;
    always @(posedge clk, posedge rst) begin
        if(rst) begin
            for(i=0; i<63; i=i+1) begin
                Mem[i] <= 32'd0;
            end
        end 
        else begin
            if(WE_mem2) Mem[address] <= data;
            else if(RE_mem2) Mem_out <= Mem[address];
            else Mem[address] <= Mem[address];
        end
    end
endmodule
==> metrics.log <==
[flow] collecting metrics
INFO  metric rsz0062_at_grt = false
INFO  metric synth_cell_types = 77
INFO  metric gpl.final_weighted_congestion = 0.982
INFO  metric cell_type_group_with_the_largest_total_delay_on_the_critical_path = buffers and inverters
INFO  metric timing_max_transition_violations_final = 1
INFO  metric netlist_area = slightly above 90,000 µm²
INFO  metric instances_no_fill = 12,700
INFO  metric failing_checks = capacitance limit, slew limit
INFO  metric timing.critical_path.depth = 12
INFO  metric dieArea = between 200,000 and 250,000 µm²
INFO  metric via_count = roughly 81,000
INFO  metric timing.clock.skew = around 53 ps
INFO  metric synth_stat.cells = ~9,900
INFO  metric grt_overflow_total = 0
INFO  metric outcome = complete, but fails checks
INFO  metric final.hold.worst_slack = about 480 ps
INFO  metric worst-r2r-cell-count = 9
INFO  metric holdPathEnd = Mem[2][25]
INFO  metric finalPower = roughly 17 mW
INFO  metric timing.critical_path.buf_inv = 6
INFO  metric initial_utilization = 0.403
INFO  metric cts.repair.resized = 0
INFO  metric cp_slowest_stage_delay = about 930 ps
INFO  metric via_count_of_the_first_global_routing_pass = just under 80,000
INFO  metric grt_start_max_net_pins = around 140
INFO  metric worst-r2r-setup-slack = 9610 ps
INFO  metric fin_crit = around 7500 ps
INFO  metric setup-tns-final = 0 ps
INFO  metric crit_fanout = between 60 and 70
INFO  metric place_ws = 5500 ps
INFO  metric hold_buffers = 0
INFO  metric power.static_leakage = 43.7 nW
INFO  metric place.detailed.instances = roughly 12,000
INFO  metric synthesis.area_per_instance = 9.20 µm²
INFO  metric final_antenna_net_count = 0
INFO  metric wl = 398,000 µm
INFO  metric post-dp-hpwl = 226,000 µm
INFO  metric vias_per_cell = about 6.4
INFO  metric n_fill_cell = 20,500
INFO  metric synth.top_cell.area_share = 0.555
INFO  metric min_delay_path_depth = 2
INFO  metric final_min_period_over_clock_period = 0.555
INFO  metric hp-start = Mem[2][25]
INFO  metric dr.first_iter.drc_count = around 9,400
INFO  metric io_buffers = between 70 and 80
INFO  metric hp-class = flip-flop to flip-flop
INFO  metric report.final.setup_viol = 0
INFO  metric cts-root-to-sink-buffers = 3
INFO  metric groute.usage.overall = 0.365
INFO  metric syn_to_final_growth = 12.4%
INFO  metric cts_buffers = between 200 and 250
INFO  metric crit_path_end_kind = flip-flop
INFO  metric worstSetupStartpointType = primary input
INFO  metric peakVddDrop = ~0.12 mV
INFO  metric layout.cell_area.non_filler = 102,000 µm²
INFO  metric worst_r2r_startpoint = Mem[13][15]
INFO  metric maxCapViolCount = 1
INFO  metric max_slew.worst_pin.slew = between 1000 and 1500 ps
INFO  metric clk_root_buffer_cell = sky130_fd_sc_hd__clkbuf_16
INFO  metric wire_length_of_the_first_global_routing_pass = 571,000 µm
INFO  metric yosys_most_used_dff = sky130_fd_sc_hd__dfrtp_1
INFO  metric timing.final.ws_setup = ~6100 ps
INFO  metric clkTransAtPathRegs = ~60 ps
INFO  metric tool_warnings = approximately 80
INFO  metric route.detailed.drc = 0
INFO  metric die_width = approximately 480 µm
INFO  metric synth_chip_area = approximately 91,000 µm²
INFO  metric hold_viol_final = 0
INFO  metric antenna_found_initial = 12
INFO  metric dr.pass1.iters = 8
INFO  metric final_core_util = 0.453
INFO  metric timing_worst_setup_path_type = primary input to flip-flop
INFO  metric tritoncts_clock_tree = yes
INFO  metric worst_ep_required_time = around 14,000 ps
INFO  metric synth.yosys.seq_area_share = 0.576
INFO  metric worst_r2r_endpoint = Mem[46][15]
INFO  metric cts.repair_timing.setup_buffer_count = 0
INFO  metric synthCells = roughly 9,900
INFO  metric wl_per_cell = about 31 µm
INFO  metric synthDominantAreaCellType = sky130_fd_sc_hd__dfrtp_1
INFO  metric maxClockFrequency = 132 MHz
INFO  metric timing.critical_path.slowest_stage_cell = sky130_fd_sc_hd__nor4_1
INFO  metric crit_path_cell_trace = buf_2 > buf_4 > nor4b_4 > buf_4 > buf_4 > nand3_1 > nand4_1 > nor4_1 > nand4_1 > a21boi_4 > buf_4 > inv_1
INFO  metric number_of_enable_type_register_cells_in_the_synthesized_netlist = roughly 64
INFO  metric crit_top_cell = sky130_fd_sc_hd__buf_4
INFO  metric ys_async_sr_fraction = 0.969
INFO  metric power.density_cell_area = approximately 170 nW/µm²
INFO  metric tritoncts_num_sinks = between 2,000 and 2,500
INFO  metric worst_skew_pair.late_latency = 890 ps
INFO  metric synth_warnings = 2
INFO  metric num_io_pins = ~100
INFO  metric h-tree-depth = 4
INFO  metric netlist_top_cells_area = sky130_fd_sc_hd__dfrtp_1 (56%), sky130_fd_sc_hd__a21oi_1 (10%), sky130_fd_sc_hd__nor2_1 (9.1%)
INFO  metric drive_above_1_share = 0.0958
INFO  metric relSlewSlack = -0.00199
INFO  metric worstPathArrival = a little over 8000 ps
INFO  metric row_count = about 170
INFO  metric die.size.y = 479 µm
INFO  metric ys_seq_elements = approximately 2,100
INFO  metric dpl-instance-area = ~95,000 µm²
INFO  metric floorplan.core_area = 225,000 µm²
## cells by family after synthesis
group / after synthesis / synth area share
AND/OR/NAND/NOR: 4349 / 0.223
AND-OR/OR-AND: 2350 / 0.146
flip-flops: 2080 / 0.576
buffers and inverters: 1043 / 0.0489
multiplexers: 51 / 0.00607
## placed cells by master (no fill, tap or decap), types with 9 or more instances in the layout
cell,netlist,final
sky130_fd_sc_hd__o21ai_0,15,15
sky130_fd_sc_hd__clkbuf_8,0,69
sky130_fd_sc_hd__diode_2,0,17
sky130_fd_sc_hd__clkbuf_16,0,214
sky130_fd_sc_hd__a22o_1,19,19
sky130_fd_sc_hd__buf_12,0,16
sky130_fd_sc_hd__clkbuf_1,618,51
sky130_fd_sc_hd__nor2_4,0,65
sky130_fd_sc_hd__nor4_1,92,92
sky130_fd_sc_hd__a21oi_2,30,30
sky130_fd_sc_hd__a32oi_1,17,17
sky130_fd_sc_hd__a31oi_1,188,188
sky130_fd_sc_hd__buf_4,13,372
sky130_fd_sc_hd__a22oi_2,17,17
sky130_fd_sc_hd__a32o_1,12,12
sky130_fd_sc_hd__a22oi_1,94,94
sky130_fd_sc_hd__and3_1,154,154
sky130_fd_sc_hd__or4_1,10,10
sky130_fd_sc_hd__edfxtp_1,64,64
sky130_fd_sc_hd__nor2_1,2198,2131
sky130_fd_sc_hd__nand3_1,1346,1346
sky130_fd_sc_hd__nand4_1,394,394
sky130_fd_sc_hd__mux2_2,33,33
sky130_fd_sc_hd__and4_1,17,16
sky130_fd_sc_hd__nand2_1,35,31
sky130_fd_sc_hd__inv_1,37,36
sky130_fd_sc_hd__bufinv_16,0,9
sky130_fd_sc_hd__nor3_1,11,10
sky130_fd_sc_hd__clkdlybuf4s50_1,0,66
sky130_fd_sc_hd__a222oi_1,9,9
sky130_fd_sc_hd__mux2i_1,18,18
sky130_fd_sc_hd__a21oi_1,1807,1807
sky130_fd_sc_hd__a221o_1,16,16
sky130_fd_sc_hd__a221oi_1,13,13
sky130_fd_sc_hd__and3b_1,17,17
sky130_fd_sc_hd__dfrtp_1,2016,2016
sky130_fd_sc_hd__o21a_1,24,24
sky130_fd_sc_hd__clkinv_2,0,32
sky130_fd_sc_hd__a2111oi_0,38,38
## power by group
group,leakage [nW],internal [mW],switching (mW)
registers,25.4,7.72,0.772
logic,14.8,0.994,1.69
clock network,3.56,3.45,2.59
## sequential cells by signal, summed over array words and instances, names as in the netlist
name     cells
Mem       2048
Mem_out     32
## worst max path at each step
stage	from	endpoint	slack [ps]
CTS	address[1]	Mem[46][15]	6370
global route	address[1]	Mem[49][15]	6030
finish	address[3]	Mem[63][28]	6050
## metal layers
layer	track usage	routed length [µm]
met2	0.491	164000
met5	0.0166	586
met1	0.468	142000
met4	0.175	25100
met3	0.225	67200
## synthesized netlist by cell type (13+ instances only)
cell type and instances:
sky130_fd_sc_hd__nor2_1 2198, sky130_fd_sc_hd__dfrtp_1 2016, sky130_fd_sc_hd__a21oi_1 1807, sky130_fd_sc_hd__nand3_1 1346, sky130_fd_sc_hd__clkbuf_1 618, sky130_fd_sc_hd__nand4_1 394, sky130_fd_sc_hd__buf_2 285, sky130_fd_sc_hd__a31oi_1 188
sky130_fd_sc_hd__and3_1 154, sky130_fd_sc_hd__a22oi_1 94, sky130_fd_sc_hd__nor4_1 92, sky130_fd_sc_hd__buf_1 74, sky130_fd_sc_hd__edfxtp_1 64, sky130_fd_sc_hd__a2111oi_0 38, sky130_fd_sc_hd__inv_1 37, sky130_fd_sc_hd__nand2_1 35
sky130_fd_sc_hd__mux2_2 33, sky130_fd_sc_hd__a21oi_2 30, sky130_fd_sc_hd__o21a_1 24, sky130_fd_sc_hd__a22o_1 19, sky130_fd_sc_hd__mux2i_1 18, sky130_fd_sc_hd__a22oi_2 17, sky130_fd_sc_hd__a32oi_1 17, sky130_fd_sc_hd__and3b_1 17
sky130_fd_sc_hd__and4_1 17, sky130_fd_sc_hd__a221o_1 16, sky130_fd_sc_hd__buf_6 16, sky130_fd_sc_hd__o21ai_0 15, sky130_fd_sc_hd__a221oi_1 13, sky130_fd_sc_hd__buf_4 13
## cell type report
cell class | instances | area (µm²) | area share
multi-input combinational | 6750 | 34800 | 0.341
sequential | 2080 | 52400 | 0.513
tap | 2992 | 3740 | 0.0367
clock buffer | 334 | 6500 | 0.0636
antenna | 17 | 42.5 | 0.000417
inverter | 37 | 143 | 0.00140
timing repair buffer | 458 | 3790 | 0.0372
clock inverter | 62 | 694 | 0.00680
## worst min-delay path: cells and delay by family (launching register included)
family | cells | cell delay, ps
simple gates | 1 | 50
flops | 1 | 340
compound gates | 1 | 50
No activity file was given, so power comes from the tool's default toggle rates.
